==> flow/design.v <==
module uart_msg_handler (  
        reset_n ,
        sys_clk ,
        tx_data_avail,
        tx_rd,
        tx_data,
        rx_ready,
        rx_wr,
        rx_data,
        reg_addr,
        reg_wr,  
        reg_wdata,
        reg_req,
	reg_ack,
	reg_rdata
     );
input        reset_n               ;  
input        sys_clk               ;  
output         tx_data_avail        ;  
output [7:0]   tx_data              ;  
input          tx_rd                ;  
output         rx_ready            ;  
input [7:0]    rx_data             ;  
input          rx_wr               ;  
output  [7:0] reg_addr           ;  
output  [31:0]  reg_wdata        ;  
output         reg_req           ;  
output         reg_wr            ;  
input          reg_ack           ;  
input   [31:0] reg_rdata         ;
reg             tx_data_avail      ;
reg [7:0]       tx_data            ;
reg [16*8-1:0]  TxMsgBuf           ;  
reg  [4:0]      TxMsgSize          ;
reg  [4:0]      RxMsgCnt           ;  
reg  [3:0]      State              ;
reg  [3:0]      NextState          ;
reg  [15:0]     cmd                ;  
reg  [7:0]      reg_addr           ;  
reg  [31:0]     reg_wdata          ;  
reg             reg_wr             ;  
reg             reg_req            ;  
wire rx_ready = 1; 
always @(negedge reset_n or posedge sys_clk)
begin
   if(reset_n == 1'b0) begin
      tx_data_avail <= 0;
      reg_req       <= 0;
      State         <= 4'h0;
      NextState     <= 4'h0;
   end else begin
   case(State)
      4'h0: begin
   	  TxMsgBuf      <= "Command Format:\n";   
          TxMsgSize     <= 16;
	  tx_data_avail <= 0;
	  State         <= 4'hA;
	  NextState     <= 4'h1;
       end
      4'h1: begin
	   TxMsgBuf      <= "wm <ad> <data>\n ";  
           TxMsgSize     <= 15;
	   tx_data_avail <= 0;
	   State         <= 4'hA;
	   NextState     <= 4'h2;
        end
      4'h2: begin
	   TxMsgBuf      <= "rm <ad>\n>>      ";   
           TxMsgSize     <= 10;
	   tx_data_avail <= 0;
	   RxMsgCnt      <= 0;
	   State         <= 4'hA;
	   NextState     <= 4'h3;
      end
    4'h3: begin
	if(rx_wr == 1) begin
	   if(RxMsgCnt == 0 && rx_data == 8'h20) begin  
	   end else if(RxMsgCnt > 0 && rx_data == 8'h20) begin  
	     if(cmd == 16'h776D) begin
		 RxMsgCnt <= 0;
		 reg_addr <= 0;
		 reg_wdata <= 0;
		 State <= 4'h4;
	      end else if(cmd == 16'h726D) begin
		 reg_addr <= 0;
		 RxMsgCnt <= 0;
		 State <= 4'h7;
             end else begin  
	        State         <= 4'h0;
             end
	   end else if(rx_data == 8'h0A) begin  
	      State         <= 4'h0;
	   end 
	   else begin
              cmd <=  (cmd << 8) | rx_data ;
	      RxMsgCnt <= RxMsgCnt+1;
           end
        end 
     end
    4'h4: begin
	if(rx_wr == 1) begin
	   if(RxMsgCnt == 0 && rx_data == 8'h20) begin  
	   end else if(RxMsgCnt > 0 && rx_data == 8'h20) begin  
	      State         <= 4'h5;
	   end else if(rx_data == 8'h0A) begin  
	      State         <= 4'h0;
	   end else begin 
              reg_addr <= (reg_addr << 4) | char2hex(rx_data); 
	      RxMsgCnt <= RxMsgCnt+1;
           end
	end
     end
    4'h5: begin
	if(rx_wr == 1) begin
	   if(rx_data == 8'h20) begin  
	   end else if(rx_data == 8'h0A) begin  
	      State           <= 4'h6;
	      reg_wr          <= 1'b1;  
	      reg_req         <= 1'b1;
	   end else begin  
                 reg_wdata <= (reg_wdata << 4) | char2hex(rx_data); 
           end
	end
     end
    4'h6: begin
	if(reg_ack)  begin
	   reg_req       <= 1'b0;
	   TxMsgBuf      <= "cmd success\n>>  ";  
           TxMsgSize     <= 14;
	   tx_data_avail <= 0;
	   State         <= 4'hA;
	   NextState     <= 4'h3;
       end
    end
    4'h7: begin
	if(rx_wr == 1) begin
	   if(rx_data == 8'h20) begin  
	   end else if(rx_data == 8'h0A) begin  
	      State           <= 4'h8;
	      reg_wr          <= 1'b0;  
	      reg_req         <= 1'b1;  
	   end 
	   else begin  
                 reg_addr     <= (reg_addr << 4) | char2hex(rx_data); 
	         RxMsgCnt <= RxMsgCnt+1;
	      end
           end
	end
    4'h8: begin
	if(reg_ack)  begin
	   reg_req       <= 1'b0;
	   TxMsgBuf      <= "Response:       ";  
           TxMsgSize     <= 10;
	   tx_data_avail <= 0;
	   State         <= 4'hA;
	   NextState     <= 4'h9;
       end
    end
    4'h9: begin  
	   TxMsgBuf[16*8-1:15*8] <= hex2char(reg_rdata[31:28]);
	   TxMsgBuf[15*8-1:14*8] <= hex2char(reg_rdata[27:24]);
	   TxMsgBuf[14*8-1:13*8] <= hex2char(reg_rdata[23:20]);
	   TxMsgBuf[13*8-1:12*8] <= hex2char(reg_rdata[19:16]);
	   TxMsgBuf[12*8-1:11*8] <= hex2char(reg_rdata[15:12]);
	   TxMsgBuf[11*8-1:10*8] <= hex2char(reg_rdata[11:8]);
	   TxMsgBuf[10*8-1:9*8]  <= hex2char(reg_rdata[7:4]);
	   TxMsgBuf[9*8-1:8*8]   <= hex2char(reg_rdata[3:0]);
	   TxMsgBuf[8*8-1:7*8]   <= "\n";
           TxMsgSize     <= 9;
	   tx_data_avail <= 0;
	   State         <= 4'hA;
	   NextState     <= 4'h3;
     end
    4'hA: begin
	   tx_data_avail    <= 1;
	   tx_data          <= TxMsgBuf[16*8-1:15*8];
	   if(TxMsgSize == 0) begin
	      tx_data_avail <= 0;
	      State         <= NextState;
           end else if(tx_rd) begin
   	      TxMsgBuf      <= TxMsgBuf << 8;
              TxMsgSize     <= TxMsgSize -1;
           end
        end
   endcase
   end
end
function [3:0] char2hex;
input [7:0] data_in;
case (data_in)
     8'h30:	char2hex = 4'h0;  
     8'h31:	char2hex = 4'h1;  
     8'h32:	char2hex = 4'h2;  
     8'h33:	char2hex = 4'h3;  
     8'h34:	char2hex = 4'h4;  
     8'h35:	char2hex = 4'h5;  
     8'h36:	char2hex = 4'h6;  
     8'h37:	char2hex = 4'h7;  
     8'h38:	char2hex = 4'h8;  
     8'h39:	char2hex = 4'h9;  
     8'h41:	char2hex = 4'hA;  
     8'h42:	char2hex = 4'hB;  
     8'h43:	char2hex = 4'hC;  
     8'h44:	char2hex = 4'hD;  
     8'h45:	char2hex = 4'hE;  
     8'h46:	char2hex = 4'hF;  
     8'h61:	char2hex = 4'hA;  
     8'h62:	char2hex = 4'hB;  
     8'h63:	char2hex = 4'hC;  
     8'h64:	char2hex = 4'hD;  
     8'h65:	char2hex = 4'hE;  
     8'h66:	char2hex = 4'hF;  
      default :  char2hex = 4'hF;
   endcase 
endfunction
function [7:0] hex2char;
input [3:0] data_in;
case (data_in)
     4'h0:	hex2char = 8'h30;  
     4'h1:	hex2char = 8'h31;  
     4'h2:	hex2char = 8'h32;  
     4'h3:	hex2char = 8'h33;  
     4'h4:	hex2char = 8'h34;  
     4'h5:	hex2char = 8'h35;  
     4'h6:	hex2char = 8'h36;  
     4'h7:	hex2char = 8'h37;  
     4'h8:	hex2char = 8'h38;  
     4'h9:	hex2char = 8'h39;  
     4'hA:	hex2char = 8'h41;  
     4'hB:	hex2char = 8'h42;  
     4'hC:	hex2char = 8'h43;  
     4'hD:	hex2char = 8'h44;  
     4'hE:	hex2char = 8'h45;  
     4'hF:	hex2char = 8'h46;  
   endcase 
endfunction
endmodule
==> flow/run.sh <==
#!/bin/bash
# OpenROAD 26Q1-2900-gdf79404cd8, Yosys 0.63+post, stock flow scripts
make -C /OpenROAD-flow-scripts/flow DESIGN_CONFIG=/design/flow/config.mk WORK_HOME=/design/flow/orfs finish
==> flow/config.mk <==
export PLATFORM = sky130hd
export DESIGN_NAME = uart_msg_handler
export DESIGN_NICKNAME = uart_msg_handler
export VERILOG_FILES = /design/flow/design.v
export SDC_FILE = /design/flow/constraint.sdc
export NUM_CORES = 4
export LEC_CHECK = 1
export CORE_UTILIZATION = 30
==> flow/constraint.sdc <==
current_design uart_msg_handler

set clk_period 8.0
set clk_io_pct 0.2

create_clock -name clk0 -period $clk_period [get_ports {sys_clk}]

set non_clock_inputs [all_inputs -no_clocks]
set_input_delay [expr $clk_period * $clk_io_pct] -clock clk0 $non_clock_inputs
set_output_delay [expr $clk_period * $clk_io_pct] -clock clk0 [all_outputs]
==> flow_results.org <==
#+TITLE: Implementation results

** Die
- The total area inside the core boundary comes to 28940 µm².
- The floorplan report gives the top-level pin count as 97.
- According to the floorplan report, the die height is 174.1 µm.
- Per the OpenROAD floorplan log, the width of the die is 174.1 µm.
- Starting density of the core :: 30.69%
- According to the floorplan log, the row count is 62.
- DIE AREA :: 30300 µm²

** Synth
- The post-synth count of flops with an enable pin is 171.
- The synthesized netlist devotes 15.86% of its cell area to compound gates.
- Synthesis produced 813 cells.
- Post-synthesis, Yosys gives the total cell area as 8881 µm².
- Yosys top cell by area :: sky130_fd_sc_hd__edfxtp_1
- Post-synthesis instance area :: 8881 µm²
- Measured against the total synthesized area, the mux share comes to 1.296%.
- Yosys attributes the largest share of cell area to sky130_fd_sc_hd__edfxtp_1, sky130_fd_sc_hd__o21ai_0, sky130_fd_sc_hd__a21oi_1.
- Per the synthesis report, the number of distinct cell types is 62.
- Yosys synthesis warning count :: 1
- Area share of the largest cell type after synthesis :: 57.82%
- After Yosys synthesis, full adders, half adders and majority gates account for 2.818% of the synthesized area.
- Number of synthesized register bits :: 180
- Cell count listed in synth_stat.txt :: 813
- Of all flip-flops after synthesis, the portion carrying an async set or reset was 5.000%.
- The commonest cells after synthesis are sky130_fd_sc_hd__edfxtp_1, sky130_fd_sc_hd__nand2_1, sky130_fd_sc_hd__o21ai_0.
- Sequential share of the synthesized area :: 60.36%
- Among the non-sequential cells, AND-OR/OR-AND gates take the most area.
- Flip-flop cell with the highest count after synthesis :: sky130_fd_sc_hd__edfxtp_1
- XOR/XNOR Fraction of Synth Area :: 0.7890%
- Per-instance average area after synthesis :: 10.92 µm²
- Area fraction in and, or, nand and nor cells :: 15.26%
- Top-count cell post-synth :: sky130_fd_sc_hd__edfxtp_1

** Place
- Global placement routability congestion :: 0.8641
- Placed wire-length estimate :: 14.62 mm
- The post-placement cell area is 10300 µm².
- Post-placement worst setup slack :: 3636 ps
- Count of buffers from port buffering :: 94

** GRT
- The first global-routing pass estimated 35.56 mm of wire.
- After global routing the overflow that remains totals 0.
- Entering global routing, the biggest net connects 48 pins.
- GRT Total Usage :: 15.59%
- Antenna violations before repair :: 1
- The via count of the first global-routing pass came to 6508.

** Clocking
- TritonCTS built the clock tree.
- The clock passes through at most 2 buffers.
- Looking at the clock tree report, the H-tree level count equals 4.
- The clock reaches the later pin of the worst-skew pair after 440 ps.
- Number of buffers added by the clock tree synthesis step :: 17
- CTS saw 180 sinks.
- For reference, the clock transition at the flip-flops on the worst setup and hold paths is 70 ps.
- Looking at the post-CTS report, the setup buffer insertion count equals 0.
- Hold buffer count at cts :: 0
- The tree is rooted in a sky130_fd_sc_hd__clkbuf_16.
- Cts repair resizes :: 0

** Run
- Count of max-cap constraint violations :: 0
- Tally of OpenROAD warnings :: 35

** Detailed routing
- The count of nets left with antenna violations once routing finished came out at 0.
- In the routed design, unresolved DRC markers number 0.
- Violation tally from detailed-route iteration zero :: 497
- Via count normalized by instance count :: 5.045
- Per the detail_route report, the via count comes to 6569.
- After detailed routing, the average wire length per cell comes to 16.88 µm.
- First-pass iteration count of the detailed router :: 5
- The final layout contains routed wiring with a total length of 21.98 mm.

** STA
- Unrepaired setup endpoints after global routing :: false
- Transition time of the tightest slew-check pin :: 746.2 ps
- Setup total negative slack on the finished layout was measured at 0 ps.
- OpenROAD reports that the post-layout worst path occupies 50.83% of the period.
- The clock period could shrink to 4066 ps.
- The final timing report lists a max-slew violation count of 0.
- The max-slew check reports its worst relative slack as 49.94%.
- On the final layout, the worst clock skew is 10.54 ps.
- Across all setup checks in the final design, the least slack found is 3934 ps.
- In this build the clock could be raised as far as 245.9 MHz.
- Per the final timing report, the hold violations number 0.
- Final-report setup violation count :: 0

** Critical path
- Data arrives at the worst endpoint at 4380 ps.
- For reference, the most critical setup path is categorized as in2reg.
- STA classifies the critical path startpoint as a primary input.
- Counting cells, the worst reg-to-reg path comes to 6.
- At the worst endpoint, the required time is 8310 ps.
- Critical path endpoint category :: register
- Per the timing report, the biggest fanout along the worst path comes to 15.

** Final layout
- In the final layout, flip-flops and latches occupy 5360 µm².
- Ratio of cells with drive above 1 in the final layout :: 7.306%
- Footprint of the multi-input gates :: 3219 µm²
- In the final layout, the fill cell count is 2773.
- Fin area :: 10900 µm²
- Growth of design area from synthesis to finish :: 22.68%
- Post-layout util :: 37.65%

** Power
- The design draws 3.552 mW.
- The leakage component of the power was reported as 3.950 nW.
- Looking at the VDD voltage map, the peak drop is 0.2152 mV.
- Total power divided by cell area :: 326.0 nW/µm²

** Hold path
- The most critical min-delay path falls under reg2reg.
- Cells on Worst Hold Path :: 0

** Run status
- Status :: complete, no violations
==> logic make-up (layout without fill, tap and decap cells) <==
group,count (synthesis),after routing
compound gates,234,234
xor+xnor,8,8
fa+ha+maj,20,20
buf+inv,81,185
flops,180,180
mux,11,11
other cells,2,3
simple gates,277,277
==> layout by cell type (no fill, tap or decap), types with 3 or more instances in the layout <==
master                            instances
sky130_fd_sc_hd__nor3b_1                  4
sky130_fd_sc_hd__o21ai_0                 78
sky130_fd_sc_hd__inv_1                   35
sky130_fd_sc_hd__a221o_1                  3
sky130_fd_sc_hd__clkinv_1                 3
sky130_fd_sc_hd__dfrtp_1                  9
sky130_fd_sc_hd__nand4_1                  5
sky130_fd_sc_hd__a31oi_1                  4
sky130_fd_sc_hd__nand2_1                 96
sky130_fd_sc_hd__a2bb2oi_1                3
sky130_fd_sc_hd__a32oi_1                  6
sky130_fd_sc_hd__inv_6                    3
sky130_fd_sc_hd__a22o_1                   3
sky130_fd_sc_hd__clkbuf_16               17
sky130_fd_sc_hd__a21o_1                  11
sky130_fd_sc_hd__o21a_1                   6
sky130_fd_sc_hd__nor2b_1                  9
sky130_fd_sc_hd__xnor2_1                  3
sky130_fd_sc_hd__ha_1                    20
sky130_fd_sc_hd__mux2i_1                 10
sky130_fd_sc_hd__inv_8                    5
sky130_fd_sc_hd__o211ai_1                11
sky130_fd_sc_hd__and3_1                   6
sky130_fd_sc_hd__edfxtp_1               171
sky130_fd_sc_hd__nand3_1                 13
sky130_fd_sc_hd__or3b_2                   3
sky130_fd_sc_hd__nand2b_1                 9
sky130_fd_sc_hd__nor3_1                  10
sky130_fd_sc_hd__a211oi_1                 5
sky130_fd_sc_hd__xor2_1                   5
sky130_fd_sc_hd__nor2_1                  66
sky130_fd_sc_hd__clkdlybuf4s50_1         94
sky130_fd_sc_hd__o32a_1                   3
sky130_fd_sc_hd__a21oi_1                 75
sky130_fd_sc_hd__nor4_1                   3
sky130_fd_sc_hd__buf_4                   22
sky130_fd_sc_hd__o22ai_1                  8
sky130_fd_sc_hd__and2_1                  36
sky130_fd_sc_hd__a22oi_1                  3
==> metal layers <==
metal,global-route usage (%),vias to the layer above,routed length (µm)
met5,0,-,0
li1,-,3170,-
met4,2.412,0,349
met2,24.33,249,10270
met1,22.70,3122,9652
met3,4.969,28,1704
==> metrics by stage <==
step | cells | hold slack (ps)
floorplan | 813 | 400.3
global placement | 1269 | 402.5
detailed placement | 1269 | 406.2
CTS | 1301 | 423.3
global route | 1302 | 431.8
finish | 1302 | 421.0
==> power breakdown <==
| part | leakage [nW] | internal (mW) | switching [mW] |
|---|---|---|---|
| registers | 1.72 | 1.45 | 0.0896 |
| logic | 1.94 | 0.395 | 0.789 |
| clock network | 0.288 | 0.444 | 0.388 |
| total | 3.95 | 2.29 | 1.27 |
==> path summary, 6_finish.rpt <==
check                                     end     startpoint  slack (ps)
worst min register to register     tx_data[4]  TxMsgBuf[124]         420
max in group asynchronous            State[3]        reset_n        6040
worst max-delay path                 State[0]     rx_data[0]        3930
min in group asynchronous             reg_req        reset_n        1550
worst max register to register  TxMsgBuf[112]       State[3]        4520
worst min-delay path               tx_data[4]  TxMsgBuf[124]         420
==> final cells by class <==
type / instances / area share [%]
Inverter: 37 / 1.275
Sequential cell: 180 / 49.20
Clock inverter: 15 / 1.493
Clock buffer: 17 / 3.904
Tap cell: 384 / 4.410
Timing Repair Buffer: 116 / 10.15
Antenna cell: 1 / 0.02297
Multi-Input combinational cell: 552 / 29.55
==> state kept, by name, indices dropped and copies added, names as in the netlist <==
name and flops:
tx_data 7, State 4, TxMsgBuf 97, tx_data_avail 1, cmd 16, NextState 3
reg_wdata 32, reg_addr 8, RxMsgCnt 5, reg_req 1, TxMsgSize 5, reg_wr 1
==> worst max-delay path: stages <==
cell and delay [ps]:
sky130_fd_sc_hd__clkdlybuf4s50_1 510, sky130_fd_sc_hd__nor4_2 470, sky130_fd_sc_hd__or4b_1 770, sky130_fd_sc_hd__and3_1 310, sky130_fd_sc_hd__o21ai_0 270, sky130_fd_sc_hd__o21ai_0 160, sky130_fd_sc_hd__mux2_4 280
Power figures rest on the tool's default switching activity, not on a simulated workload.
